==> flow/design.v <==
module PWM_m( 
	    clk, 
	    reset_n, 
	    chipselect, 
	    address, 
	    write, 
	    writedata, 
	    read, 
	    byteenable, 
	    readdata, 
	    PWM_out); 
	input clk; 
	input reset_n; 
	input chipselect; 
	input [1:0]address; 
	input write; 
	input [31:0] writedata; 
	input read; 
 	input [3:0] byteenable; 
	output [31:0] readdata; 
	output PWM_out; 
	reg [31:0] clock_divide_reg;  
	reg [31:0] duty_cycle_reg;  
	reg control_reg; 
	reg clock_divide_reg_selected; 
	reg duty_cycle_reg_selected; 
	reg control_reg_selected; 
	reg [31:0] PWM_counter; 
	reg [31:0] readdata; 
	reg PWM_out; 
	wire pwm_enable; 
	always @ (address) 
	begin 
	    clock_divide_reg_selected<=0; 
	    duty_cycle_reg_selected<=0; 
	    control_reg_selected<=0; 
	    case(address) 
	        2'b00:clock_divide_reg_selected<=1; 
	        2'b01:duty_cycle_reg_selected<=1; 
	        2'b10:control_reg_selected<=1; 
	        default: 
	        begin 
	            clock_divide_reg_selected<=0; 
	            duty_cycle_reg_selected<=0; 
	            control_reg_selected<=0; 
	        end 
	    endcase 
	end            
	always @ (posedge clk or negedge reset_n) 
	begin 
	    if(reset_n==1'b0)  
	        clock_divide_reg=0; 
	    else
	    begin 
	        if(write & chipselect & clock_divide_reg_selected)   
	        begin 																 
	            if(byteenable[0]) 
	                clock_divide_reg[7:0]=writedata[7:0]; 
	            if(byteenable[1]) 
	                clock_divide_reg[15:8]=writedata[15:8]; 
	            if(byteenable[2]) 
	                clock_divide_reg[23:16]=writedata[23:16]; 
	            if(byteenable[3]) 
	                clock_divide_reg[31:24]=writedata[31:24]; 
	        end 
	    end 
	end 
	always @ (posedge clk or negedge reset_n) 
	begin 
	    if(reset_n==1'b0) 
	        duty_cycle_reg=0; 
	    else
	    begin 
	        if(write & chipselect & duty_cycle_reg_selected)  
	        begin 															 
	            if(byteenable[0]) 
	                duty_cycle_reg[7:0]=writedata[7:0]; 
	            if(byteenable[1]) 
	                duty_cycle_reg[15:8]=writedata[15:8]; 
	            if(byteenable[2]) 
	                duty_cycle_reg[23:16]=writedata[23:16]; 
	            if(byteenable[3]) 
	                duty_cycle_reg[31:24]=writedata[31:24]; 
	        end 
	    end 
	end 
	always @ (posedge clk or negedge reset_n) 
	begin 
	    if(reset_n==1'b0) 
	        control_reg=0; 
	    else
	    begin 
	        if(write & chipselect & control_reg_selected) 
	        begin 
	            if(byteenable[0])  
	                control_reg=writedata[0]; 
	        end 
	    end 
	end 
	always @ (address or read or clock_divide_reg or duty_cycle_reg or control_reg or chipselect) 
	begin 
	    if(read & chipselect) 
	        case(address) 
	            2'b00:readdata<=clock_divide_reg; 
	            2'b01:readdata<=duty_cycle_reg; 
	            2'b10:readdata<=control_reg; 
	            default:readdata=32'h8888; 
	        endcase  
	end 
	assign pwm_enable=control_reg; 
	always @ (posedge clk or negedge reset_n) 
	begin 
	    if(reset_n==1'b0) 
	        PWM_counter=0; 
	    else
	    begin 
	        if(pwm_enable)  
	        begin 
	            if(PWM_counter>=clock_divide_reg) 	 
	                PWM_counter<=0; 						 
	            else											
	                PWM_counter<=PWM_counter+1; 
	        end 
	        else
	            PWM_counter<=0; 
	    end 
	end       
	always @ (posedge clk or negedge reset_n) 
	begin 
	    if(reset_n==1'b0) 
	        PWM_out<=1'b0; 
	    else
	    begin 
	        if(pwm_enable) 
	        begin 							 
	            if(PWM_counter<=duty_cycle_reg)  
	                PWM_out<=1'b1; 
	            else
	                PWM_out<=1'b0; 
	        end 
	        else
	            PWM_out<=1'b0; 
	    end 
	end 
	endmodule
==> flow/run.sh <==
#!/bin/bash
# OpenROAD 26Q1-2900-gdf79404cd8, Yosys 0.63+post, stock flow scripts
make -C /OpenROAD-flow-scripts/flow DESIGN_CONFIG=/design/flow/config.mk WORK_HOME=/design/flow/orfs finish
==> flow/config.mk <==
export PLATFORM = sky130hd
export DESIGN_NAME = PWM_m
export DESIGN_NICKNAME = PWM_m
export VERILOG_FILES = /design/flow/design.v
export SDC_FILE = /design/flow/constraint.sdc
export NUM_CORES = 4
export LEC_CHECK = 1
export CORE_UTILIZATION = 50
==> flow/constraint.sdc <==
current_design PWM_m

set clk_period 5.0
set clk_io_pct 0.2

create_clock -name clk0 -period $clk_period [get_ports {clk}]

set non_clock_inputs [all_inputs -no_clocks]
set_input_delay [expr $clk_period * $clk_io_pct] -clock clk0 $non_clock_inputs
set_output_delay [expr $clk_period * $clk_io_pct] -clock clk0 [all_outputs]
==> GITHUB_STEP_SUMMARY <==
### Flow metrics

| Metric | Value |
|---|---|
| Outcome | `finished clean` |
| CTS buffer count | `9` |
| Synth Cell Area | `6550 um2` |
| Synth Warn # | `1` |
| Initial drt markers | `149` |
| Flops out of synthesis | `130` |
| First-pass iteration count of the detailed router | `4` |
| Headroom to the max-slew limit | `54.8%` |
| Crit path DAT | `3.17 ns` |
| Clk root buf | `clkbuf_16` |
| # H-tree levels | `3` |
| Non-Filler Instances | `888` |
| Crit end category | `flip-flop` |
| First-pass GRT wire length | `22,600 um` |
| IO Port Bufs | `75` |
| Skew final | `0.00612 ns` |
| Critical path class | `in -> reg` |
| Vias in the first global route | `4,440` |
| Layout cells sized above 1 | `14.5%` |
| Diode count | `0` |
| R2r startpoint | `PWM_counter[11]$_DFF_PN0_` |
| HP Class | `reg -> reg` |
| Core footprint | `12,700 um2` |
| Worst-Margin Slew | `0.661 ns` |
| Fin. max-slew vios | `0` |
| Tmin final | `2.93 ns` |
| Startpoint Class | `input port` |
| Final setup viols | `0` |
| Max stage delay cell, worst path | `nor3_1` |
| Die Size | `13,600 um2` |
| Register pins left without a clock | `32` |
| Crit. path cell count | `5` |
| Drt wl/cell | `15.4 um` |
| CP delay by family, top | `simple AND/OR/NAND/NOR gates` |
| Gpl congestion | `0.816` |
| Clock-pin slew on the worst setup and hold paths | `0.06 ns` |
| Hold buffer count at cts | `0` |
| Lkg Pwr | `0.00376 uW` |
| Dominant Register Cell | `dfrtp_1` |
| Hpwl dp | `9920 um` |
| Postcts setup bufs | `0` |
| Yosys cell count | `632` |
| CP Max Fanout | `37` |
| Power per cell area | `300 nW/um2` |
| Max Freq | `341 MHz` |
| Vias per cell | `5.23` |
| Initial antenna violation count | `0` |
| Final hold vios | `0` |
| Area leader, netlist | `dfrtp_1` |
| Routed Wire Length | `13,700 um` |
| Detail Route Antenna Nets | `0` |
| Worst hold stages | `1` |
| Post-Syn Instances | `632` |
| Cell Chain, Critical Path | `clkdlybuf4s50_1, buf_4, nor3_1, nand2_1, mux2_2` |
| Grt ovf | `0` |
| Reg-to-Reg End | `PWM_counter[15]$_DFF_PN0_` |
| FP Rows | `41` |
| Layout area overhead | `19.2%` |
| Cell variety after synth | `47` |
| Asr flop ratio synth | `75.4%` |
| Avg Inst Size Synth | `10.4 um2` |
| Pin count of the biggest net entering global routing | `51` |
| Fin Setup TNS | `0 ns` |
| Worst min-delay path endpoint | `PWM_counter[0]$_DFF_PN0_` |
| Yosys stat area | `6550 um2` |
| RSZ-0062 raised after global routing | `no` |
| Die width | `116 um` |
| Reg2Reg Setup Slack | `2.42 ns` |
| Worst-case vdd ir drop | `0.328 mV` |
| Worst r2r path cells | `8` |
| Endpoints left unconstrained | `64` |
| Crit path buffers/inverters | `2` |
| Top Ports | `76` |
| Top cells by area | `dfrtp_1 37%, ha_1 12%, mux2_2 11%, dlxtp_1 7.3%, mux2i_1 4.3%` |
| Clock Latency Late Sink | `0.35 ns` |
| Worst path required time | `5.23 ns` |
| GRT Total Usage | `22.6%` |
| CTS tree | `built` |
| OpenROAD warning count | `26` |
| CTS resizes | `0` |
| Number of enable flip-flop cells | `0` |
| Vias | `4,641` |
| Max-cap viol count | `0` |
| Tcrit/Tclk final | `58.7%` |
| Area share, top type | `37.4%` |
| Hold Startpoint | `PWM_counter[0]$_DFF_PN0_` |
| Chip height | `116 um` |
| DRC viols | `0` |
| Critical path's largest stage delay | `0.61 ns` |
| Clock Path Buffers | `2` |
| Placed insts | `872` |
| Core Util at FP | `51.7%` |
## layout by cell type (no fill, tap or decap), drive strengths merged, types with 2 or more instances in the layout
| cell | count |
|---|---|
| clkdlybuf4s50 | 73 |
| mux2 | 65 |
| inv | 66 |
| xor2 | 18 |
| bufinv | 2 |
| and4 | 3 |
| nor3b | 2 |
| mux2i | 28 |
| and2 | 2 |
| nand2 | 42 |
| clkinv | 2 |
| nor2b | 2 |
| nand4 | 18 |
| dlxtp | 32 |
| o21ai | 13 |
| nor4 | 2 |
| nor3 | 7 |
| xnor2 | 12 |
| dfrtp | 98 |
| a21o | 10 |
| a2111oi | 2 |
| nand3 | 16 |
| clkbuf | 11 |
| o211ai | 2 |
| nor2 | 72 |
| buf | 7 |
| a21oi | 20 |
| and3 | 9 |
| ha | 65 |
## cell usage after synthesis (all sizes together) (3+ instances only)
cell and n:
a21o 10, a21oi 20, and3 9, and4 3, buf 9, clkbuf 3
dfrtp 98, dlxtp 32, ha 65, inv 66, mux2 65, mux2i 28
nand2 42, nand3 16, nand4 18, nor2 72, nor3 7, o21ai 13
xnor2 12, xor2 18
## per-stage QoR
stage	hold WS [ns]	power, uW	area [um2]	setup slack (ns)	util [%]
3_3_place_gp	0.506	1590	7490	1.68	59.1
4_1_cts	0.522	2370	7810	2.03	61.6
3_5_place_dp	0.514	1610	7490	1.66	59.1
5_1_grt	0.547	2490	7810	1.94	61.6
2_1_floorplan	0.475	1410	6550	2.75	-
6_report	0.523	2340	7810	2.07	61.6
## cell families (layout without fill, tap and decap cells)
family / after synthesis / after routing / synth area share (%)
muxes: 93 / 93 / 15.5
buffers and inverters: 78 / 162 / 4.70
xor gates and xnor gates: 30 / 30 / 4.01
latches: 32 / 32 / 7.34
AOI/OAI and AO/OA: 54 / 54 / 5.06
and+or+nand+nor: 182 / 182 / 13.6
adders and majority gates: 65 / 65 / 12.4
DFF: 98 / 98 / 37.4
## layer usage
metal  GRT usage, %  wire length (um)  vias up
met5              0                 0        -
met4           1.28                93        0
met3           3.59               511        5
met2           34.3              6200       73
met1           37.3              6890     2228
li1               -                 -     2335
## worst register-to-register path: stages, from the launching register on
cell and delay (ns):
dfrtp_1 0.47, ha_1 0.33, a21oi_1 0.14, o21ai_0 0.16
a221o_1 0.32, o31ai_1 0.28, o211ai_1 0.32, buf_4 0.33
nor2_1 0.15
## worst max-delay path by stage
stage | from | to
CTS | address[1] | clock_divide_reg[16]$_DFFE_PN0P_
global route | address[1] | duty_cycle_reg[19]$_DFFE_PN0P_
finish | address[1] | clock_divide_reg[15]$_DFFE_PN0P_
## power by group
part | switching [uW] | total [uW] | internal (uW) | leakage, uW
sequential | 107 | 1060 | 950 | 0.00150
clock | 296 | 747 | 450 | 0.000156
combinational | 263 | 534 | 272 | 0.00211
total | 666 | 2340 | 1670 | 0.00376
## area by class of cell
| type | instances | area, um2 |
|---|---|---|
| Multi-Input combinational cell | 424 | 3310 |
| Clock buffer | 11 | 243 |
| Timing Repair Buffer | 80 | 781 |
| Clock inverter | 5 | 77.6 |
| Fill cell | 1088 | 4860 |
| Inverter | 66 | 250 |
| Tap cell | 172 | 215 |
| Sequential cell | 130 | 2930 |
Power figures rest on the tool's default switching activity, not on a simulated workload.
